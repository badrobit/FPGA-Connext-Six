===== /design/flow/design.v =====
module modify_clock
(
	input 		original_clock,
	output reg	clock_1hz
);
reg [25:0] R; 
always @( posedge original_clock ) begin
	if( R < 2500000 ) begin
		R <= R + 1; 
	end
	else begin
		clock_1hz <= ~clock_1hz; 
		R <= 0; 
	end
end
endmodule 

===== /design/flow/run.sh =====
#!/bin/bash
# OpenROAD 26Q1-2900-gdf79404cd8, Yosys 0.63+post, stock flow scripts
make -C /OpenROAD-flow-scripts/flow DESIGN_CONFIG=/design/flow/config.mk WORK_HOME=/design/flow/orfs finish

===== /design/flow/config.mk =====
export PLATFORM = sky130hd
export DESIGN_NAME = modify_clock
export DESIGN_NICKNAME = modify_clock
export VERILOG_FILES = /design/flow/design.v
export SDC_FILE = /design/flow/constraint.sdc
export NUM_CORES = 4
export LEC_CHECK = 1
export CORE_AREA = 10 10 86 86
export DIE_AREA = 0 0 96 96

===== /design/flow/constraint.sdc =====
current_design modify_clock

set clk_period 4.7
set clk_io_pct 0.2

create_clock -name clk0 -period $clk_period [get_ports {original_clock}]

set non_clock_inputs [all_inputs -no_clocks]
set_input_delay [expr $clk_period * $clk_io_pct] -clock clk0 $non_clock_inputs
set_output_delay [expr $clk_period * $clk_io_pct] -clock clk0 [all_outputs]

==> run notes <==
impl run done, here's what came out: worst-path fanout max 6, # DRC 0, vias just under 900, die x size between 90 and 100 um, Tmin final 2.07 ns, Gate Count Post-Synth 125, DP HPWL approximately 1.4 mm, top area contributor share between 40% and 50%, synth unique cells 27, TritonCTS Buffers 3, most used flip-flop cell dfxtp_1, Seq/Total Area, Yosys 47.7%, CTS clk-pin slew, worst paths around 0.090 ns, setup TNS 0 ns, Layout Skew 0.00274 ns, post-route ant nets 0, worst hold slack 0.484 ns, ys cells between 100 and 150, Post-synth area hogs dfxtp_1 45%, nor3_1 6.5%, a211oi_1 4.6%, Clock Latency Late Sink ~0.27 ns, Yosys reg bits 27, buffers added on ports 1, CTS resizes 0, core area around 0.0055 mm2, Worst Tran Pin Value between 0.7 and 0.8 ns, synthesized area per cell slightly above 9 um2, cts hold-fix bufs 0, clk sink count 27, Routed WL per cell 10.1 um, MaxCap Viol Count 0, GP Congestion approximately 0.8, Slew Viols, Final 0, # rows 27, Comb pwr share approximately 1.5%, post-CTS setup buffers 0, number of global-route vias before repair between 800 and 900, Post-Syn Area roughly 0.0012 mm2, Root Buffer clkbuf_8, global-route usage over all layers roughly 4.7%, final wirelength between 2 and 2.5 mm, Seq pwr share between 60% and 70%, via-per-instance ratio 4.37, CTS tree built, first-pass GRT wire length 3.59 mm, DIE HEIGHT around 96 um, status complete, no violations, WP data arrival 2.25 ns, Fin. Hold Viols 0, Clk pwr share approximately a third, Synth area leader dfxtp_1, Critical Path RT a little under 5 ns, Worst Setup End Kind flop, Init Core Util 20.8%, number of diodes 0, Final Setup Violations 0, FMAX about 480 MHz, cycle use final between 40% and 50%, CP Launch Type flop, Die Size a little over 0.009 mm2, Sw Ratio approximately a fifth, normalized max-slew margin just under 50%, Area Overhead vs Synth 13.0%, initial antenna violation count 0, I/O pins 2, CTS H-Tree Depth 1, Chip Area, Yosys 0.00115 mm2, Detailed Route Iter0 Violations between 80 and 90, largest net degree at the start of global routing 24, Peak supply drop around 0.11 mV, Hold Crit Class reg -> reg, power per cell area roughly 280 mW/mm2, layout cells sized above 1 under 10%, grt ovf 0, DRT Pass-1 Iters 4, Pint a little under 0.3 mW, fraction of registers with async set/reset 0%, count of library flops with an enable pin 1, switching power 0.0734 mW, clock buffer depth 2, OpenROAD warnings 25, synth warn 1, Worst Setup Path Type reg -> reg, RSZ-0062 raised after global routing false, Lkg Pwr between 0.3 and 0.4 nW
layer usage:
layer	part of all wire [%]	wire, um	global-route usage [%]	up-vias
li1	-	-	-	473
met4	1.4	29	0.860	0
met1	52	1060	6.75	398
met3	2.7	54	1.02	2
met5	0	0	0	-
met2	44	884	7.23	5
final cells by class:
class / count / area [um2]
Fill cell: 608 / 4240
Multi-Input combinational cell: 93 / 589
Sequential cell: 27 / 551
Tap cell: 72 / 90.1
Clock buffer: 4 / 45.0
Timing Repair Buffer: 2 / 17.5
Inverter: 3 / 11.3
per-stage QoR:
step / cell area (um2) / setup slack [ns] / utilization, % / cells / power, mW
final: 1300 / 2.63 / 23.5 / 201 / 0.372
after global routing: 1300 / 2.47 / 23.5 / 201 / 0.385
after CTS: 1300 / 2.63 / 23.5 / 201 / 0.376
after detailed placement: 1260 / 2.63 / 22.7 / 197 / 0.247
after global placement: 1260 / 2.69 / 22.7 / 197 / 0.247
after floorplan: 1160 / 2.78 / - / 128 / 0.243
synth_stat cells, drive strengths merged, types with 2 or more instances:
master	n
nor3	15
nor4	3
xnor2	6
and4	3
or3	7
inv	3
o21ai	9
and3	2
clkbuf	4
nor3b	2
nand3	9
nand4	5
xor2	6
or4	2
dfxtp	26
a211oi	7
nand2	7
power groups by stage:
stage / registers (mW) / logic [mW] / clock network [mW]
finish: 0.236 / 0.00576 / 0.130
global route: 0.236 / 0.00663 / 0.143
CTS: 0.236 / 0.00604 / 0.134
registers in the layout, summed over array words and instances, names as in the netlist:
signal / cells
clock_1hz: 1
R: 26
worst max-delay path: stages (launching register included):
cell,delay [ns]
dfxtp_1,0.37
ha_1,0.26
nand4_1,0.16
or4_1,0.60
or3_1,0.37
a211oi_1,0.21
worst paths after layout:
kind / start / endpoint / slack (ns) / cells after the start
setup / recovery: R[0] / R[18] / 2.63 / 5
hold reg to reg: R[0] / R[0] / 0.48 / 1
setup reg to reg: R[0] / R[18] / 2.63 / 5
hold / removal: R[0] / R[0] / 0.48 / 1
cell families (layout without fill, tap and decap cells):
logic type	after synthesis	in the layout	share of synthesized area (%)
compound gates	20	20	11.2
xor+xnor	12	12	9.11
fa+ha+maj	1	1	1.08
buf+inv	8	9	2.71
flops	27	27	47.7
other cells	1	4	0.325
simple gates	56	56	27.9
placed cells by master (no fill, tap or decap):
master,n
and4_1,3
buf_4,1
nor4_1,3
or4_1,2
conb_1,4
ha_1,1
nand3_1,9
edfxtp_1,1
clkbuf_1,1
o211a_1,1
a31oi_2,1
and3_1,2
dfxtp_1,26
nor3b_1,2
o21ai_0,9
a211oi_1,7
o211ai_1,1
nor3_1,15
or2_2,1
nand4_1,4
xor2_1,6
nand4_2,1
clkbuf_8,3
o21bai_1,1
nand2_1,7
clkdlybuf4s50_1,1
or3_1,7
xnor2_1,6
inv_1,3
No activity file was given, so power comes from the tool's default toggle rates.
