==> ./design.v <==
module Altera_UP_RS232_Counters (
	clk,
	reset,
	reset_counters,
	baud_clock_rising_edge,
	baud_clock_falling_edge,
	all_bits_transmitted
);
parameter BAUD_COUNTER_WIDTH	= 9;
parameter BAUD_TICK_INCREMENT	= 9'd1;
parameter BAUD_TICK_COUNT		= 9'd433;
parameter HALF_BAUD_TICK_COUNT	= 9'd216;
parameter TOTAL_DATA_WIDTH		= 11;
input				clk;
input				reset;
input				reset_counters;
output	reg			baud_clock_rising_edge;
output	reg			baud_clock_falling_edge;
output	reg			all_bits_transmitted;
reg			[(BAUD_COUNTER_WIDTH - 1):0]	baud_counter;
reg			[3:0]	bit_counter;
always @(posedge clk)
begin
	if (reset == 1'b1)
		baud_counter <= {BAUD_COUNTER_WIDTH{1'b0}};
	else if (reset_counters)
		baud_counter <= {BAUD_COUNTER_WIDTH{1'b0}};
	else if (baud_counter == BAUD_TICK_COUNT)
		baud_counter <= {BAUD_COUNTER_WIDTH{1'b0}};
	else
		baud_counter <= baud_counter + BAUD_TICK_INCREMENT;
end
always @(posedge clk)
begin
	if (reset == 1'b1)
		baud_clock_rising_edge <= 1'b0;
	else if (baud_counter == BAUD_TICK_COUNT)
		baud_clock_rising_edge <= 1'b1;
	else
		baud_clock_rising_edge <= 1'b0;
end
always @(posedge clk)
begin
	if (reset == 1'b1)
		baud_clock_falling_edge <= 1'b0;
	else if (baud_counter == HALF_BAUD_TICK_COUNT)
		baud_clock_falling_edge <= 1'b1;
	else
		baud_clock_falling_edge <= 1'b0;
end
always @(posedge clk)
begin
	if (reset == 1'b1)
		bit_counter <= 4'h0;
	else if (reset_counters)
		bit_counter <= 4'h0;
	else if (bit_counter == TOTAL_DATA_WIDTH)
		bit_counter <= 4'h0;
	else if (baud_counter == BAUD_TICK_COUNT)
		bit_counter <= bit_counter + 4'h1;
end
always @(posedge clk)
begin
	if (reset == 1'b1)
		all_bits_transmitted <= 1'b0;
	else if (bit_counter == TOTAL_DATA_WIDTH)
		all_bits_transmitted <= 1'b1;
	else
		all_bits_transmitted <= 1'b0;
end
endmodule
==> ./run.sh <==
#!/bin/bash
# OpenROAD 26Q1-2900-gdf79404cd8, Yosys 0.63+post, stock flow scripts
make -C /OpenROAD-flow-scripts/flow DESIGN_CONFIG=/design/flow/config.mk WORK_HOME=/design/flow/orfs finish
==> ./config.mk <==
export PLATFORM = sky130hd
export DESIGN_NAME = Altera_UP_RS232_Counters
export DESIGN_NICKNAME = Altera_UP_RS232_Counters
export VERILOG_FILES = /design/flow/design.v
export SDC_FILE = /design/flow/constraint.sdc
export NUM_CORES = 4
export LEC_CHECK = 1
export CORE_AREA = 10 10 77 77
export DIE_AREA = 0 0 87 87
==> ./constraint.sdc <==
current_design Altera_UP_RS232_Counters

set clk_period 3.1
set clk_io_pct 0.2

create_clock -name clk0 -period $clk_period [get_ports {clk}]

set non_clock_inputs [all_inputs -no_clocks]
set_input_delay [expr $clk_period * $clk_io_pct] -clock clk0 $non_clock_inputs
set_output_delay [expr $clk_period * $clk_io_pct] -clock clk0 [all_outputs]
==> GITHUB_STEP_SUMMARY <==
## Implementation flow summary

| Metric | Value |
|---|---|
| Detailed Route WL | `1.301 mm` |
| Primary FF master, synth | `dfxtp_1` |
| Initial drt markers | `26` |
| CTS resizes | `0` |
| Peak VDD IR | `0.1212 mV` |
| CP Launch Type | `flop` |
| Clock Latency Late Sink | `0.24 ns` |
| Main area contributors | `dfxtp_1 45%, ha_1 7.1%, a21oi_1 5.0%, or3_1 4.4%, nor2_1 3.7%` |
| F_max | `552.3 MHz` |
| CORE AREA | `4354 um^2` |
| Max Cap Viol | `0` |
| Routability cong. | `0.7685` |
| Hold Buf Count CTS | `0` |
| Reg2reg setup slack | `1.29 ns` |
| Total clock sinks | `16` |
| Setup_tns | `0 ns` |
| Synth cell types | `23` |
| Port-buffer cells | `5` |
| Final setup viols | `0` |
| Vias in the first global route | `571` |
| GRT Resource Usage Total | `3.756%` |
| Largest net degree at the start of global routing | `11` |
| Post-CTS Setup Bufs | `0` |
| Ant. Diodes | `0` |
| Area delta synth->final | `20.71%` |
| Drt wl/cell | `9.637 um` |
| CP peak stage delay | `0.67 ns` |
| Drt via density | `3.985` |
| Full die area | `7569 um^2` |
| Die Height | `87 um` |
| Post-synth EDFFs | `0` |
| Top cells by count | `16 x dfxtp_1, 7 x a21oi_1, 7 x nor2_1` |
| Crit share post-route | `58.40%` |
| H-tree lvl count | `1` |
| ANT nets after route | `0` |
| Ys flops | `16` |
| Cells after synthesis | `77` |
| Mapped Area | `706.9 um^2` |
| Crit path max-delay cell type | `o21ai_1` |
| DRC violations left | `0` |
| Bufs and invs on worst path | `0` |
| Mean Syn Cell Area | `9.181 um^2` |
| Worst Skew | `0.0005778 ns` |
| Final Max-Slew Violation Tally | `0` |
| Yosys top cell by area | `dfxtp_1` |
| Num CTS Buffers | `3` |
| Post-detail-place hpwl | `961.2 um` |
| Slew @ Worst Pin | `0.6757 ns` |
| Initial antenna violation count | `0` |
| Fillers | `463` |
| Cell with the most instances after synthesis | `dfxtp_1` |
| Critical setup path kind | `reg -> reg` |
| Layout cells sized above 1 | `6.024%` |
| FP Util | `16.24%` |
| DR pass1 iterations | `4` |
| Crit-path max FO | `10` |
| RSZ-0062 raised after global routing | `false` |
| PwrDens | `429.4 nW/um^2` |
| Final Hold Viols | `0` |
| First-pass GRT wire length | `2.415 mm` |
| Clk slew on worst S/H paths | `0.06 ns` |
| DIE WIDTH | `87 um` |
| Area leader share | `45.31%` |
| IO Pins | `6` |
| Crit path depth | `4` |
| Crit path DAT | `1.92 ns` |
| Cells in synth_stat.txt | `77` |
| Delay-heaviest family, CP | `AND-OR/OR-AND gates` |
| Min Tclk post-route | `1.810 ns` |
| Endpoint type of the worst setup path | `flop` |
| Min-Delay Path Class | `reg -> reg` |
| Placed cell area | `812.0 um^2` |
| Crit path required time | `3.21 ns` |
| Slew HR | `54.65%` |
| Crit-path cells | `ha_1 > nand4bb_1 > o21ai_1 > nor2_1` |
| YS warnings | `1` |
| Reg2reg path depth | `4` |
| Leakage | `0.2976 nW` |
| Site row count | `24` |
| CTS root buf | `clkbuf_8` |
| Post-synth seq share | `45.31%` |
| DR vias | `538` |
| Synth async-reset ratio | `0%` |
| Status | `completed` |
| Yosys Chip Area | `706.9 um^2` |
| Hold Crit Depth | `1` |
| GR Overflow Total | `0` |
| Cell area after layout | `853.3 um^2` |
| Tool warning count | `27` |
| CTS tree | `built` |
| CTS max path bufs | `2` |
## cell families (layout without fill, tap and decap cells)
kind of cell	after synthesis	count (layout)	share of synthesized area, %
XOR/XNOR	3	3	3.717
AND/OR/NAND/NOR	30	30	26.02
AND-OR/OR-AND	17	17	13.80
flip-flops	16	16	45.31
adder cells (fa/ha/maj)	4	4	7.080
buffers and inverters	7	13	4.071
## worst register-to-register path, delay by kind of cell, from the launching register on
family          cells  cell delay (ns)
compound gates      1             0.68
simple gates        2             0.44
flops               1             0.40
fa+ha+maj           1             0.17
## state kept, by name (all words and copies together), names as in the netlist
name,flops
baud_counter,9
baud_clock_falling_edge,1
bit_counter,4
baud_clock_rising_edge,1
all_bits_transmitted,1
## power breakdown
| part | switching, W | leakage (nW) | internal [W] |
|---|---|---|---|
| clock network | 0.0000621 | 0.0216 | 0.0000859 |
| registers | 0.00000137 | 0.129 | 0.000207 |
| logic | 0.00000544 | 0.147 | 0.00000464 |
## worst paths after layout
check	to	from
worst max-delay path	baud_counter[3]$_SDFF_PP0_	baud_counter[0]$_SDFF_PP0_
worst min-delay path	baud_counter[0]$_SDFF_PP0_	baud_counter[0]$_SDFF_PP0_
worst max register to register	baud_counter[3]$_SDFF_PP0_	baud_counter[0]$_SDFF_PP0_
worst min register to register	baud_counter[0]$_SDFF_PP0_	baud_counter[0]$_SDFF_PP0_
## layout by cell type (no fill, tap or decap), types with 3 or more instances in the layout
cell,n
o21ai_0,5
nor2_1,7
inv_1,5
or3_1,5
a21oi_1,7
dfxtp_1,16
clkbuf_8,3
nand3_1,4
ha_1,4
nand2_1,3
clkdlybuf4s50_1,5
nor3_1,3
## per-stage QoR
step,hold WS [ns],instances,power (W),worst slack [ns],util [%]
2_1_floorplan,0.4291,77,0.0002181,1.687,-
3_3_place_gp,0.4665,132,0.0002231,1.263,18.65
3_5_place_dp,0.4692,132,0.0002229,1.278,18.65
4_1_cts,0.4792,135,0.0003727,1.287,19.60
5_1_grt,0.5232,135,0.0003848,1.035,19.60
6_report,0.4791,135,0.0003664,1.290,19.60
## area by class of cell
cell class | instances | area, um^2 | share of cell area, %
Inverter | 5 | 18.77 | 2.199
Timing Repair Buffer | 5 | 50.05 | 5.865
Multi-Input combinational cell | 54 | 357.8 | 41.94
Clock buffer | 3 | 41.29 | 4.839
Tap cell | 52 | 65.06 | 7.625
Sequential cell | 16 | 320.3 | 37.54
## routing by layer
layer  track usage [%]  share of wire [%]  up-vias
met5                 0                  0        -
met4            0.1473                  0        0
met3             1.981                7.2        0
met2             5.929                 44        8
met1             4.672                 48      240
li1                  -                  -      290
No activity file was given, so power comes from the tool's default toggle rates.
