[flow/design.v]
module key_controller(KEY, clock, key_pressed, key_released);
	parameter HOLD_INTERVAL   = 50000000;
	parameter REPEAT_INTERVAL =  1000000;
	input KEY, clock; 
	output key_pressed, key_released;
	reg key_prev;	
	reg[31:0] hold_timer; 
	reg[31:0] repeat_timer;
	assign key_pressed  = ((KEY ^ key_prev) & ~KEY) | key_repeat;
	assign key_released = (KEY ^ key_prev) &  KEY; 
	assign key_held   = hold_timer == HOLD_INTERVAL;
	assign key_repeat = repeat_timer == REPEAT_INTERVAL; 
	always @ (posedge clock)
	begin 		
		key_prev <= KEY; 
		if (KEY) 
			hold_timer <= 0; 
		else if (~KEY && hold_timer < HOLD_INTERVAL)
			hold_timer <= hold_timer + 1; 
		else 
			hold_timer <= hold_timer; 
		repeat_timer <= (key_held &&  repeat_timer < REPEAT_INTERVAL) ? repeat_timer + 1 : 0; 				
	end 
endmodule
[flow/run.sh]
#!/bin/bash
# OpenROAD 26Q1-2900-gdf79404cd8, Yosys 0.63+post, stock flow scripts
make -C /OpenROAD-flow-scripts/flow DESIGN_CONFIG=/design/flow/config.mk WORK_HOME=/design/flow/orfs finish
[flow/config.mk]
export PLATFORM = sky130hd
export DESIGN_NAME = key_controller
export DESIGN_NICKNAME = key_controller
export VERILOG_FILES = /design/flow/design.v
export SDC_FILE = /design/flow/constraint.sdc
export NUM_CORES = 4
export LEC_CHECK = 1
export CORE_UTILIZATION = 40
[flow/constraint.sdc]
current_design key_controller

set clk_period 7.0
set clk_io_pct 0.2

create_clock -name clk0 -period $clk_period [get_ports {clock}]

set non_clock_inputs [all_inputs -no_clocks]
set_input_delay [expr $clk_period * $clk_io_pct] -clock clk0 $non_clock_inputs
set_output_delay [expr $clk_period * $clk_io_pct] -clock clk0 [all_outputs]
==> run notes <==
Item: results of the latest flow run.

- The run finished with clean final reports.
- The first detailed-routing pass took 6 iterations.
- Setup repair after global routing left no endpoint under its margin.
- The worst setup slack after layout is 2689 ps.
- For this block, the via count after detailed routing is 2111.
- After detailed placement, the design holds a cell count of 415.
- The worst setup path is launched from a primary input.
- Combinational logic is responsible for 1.8% of the overall power.
- The cell count listed in synth_stat.txt is 312.
- Each instance of the synthesized netlist takes up on average 9.155 µm².
- Data on the critical path is required at its endpoint by 5600 ps.
- The number of storage elements in the synthesis netlist is 65.
- The arrival time of data at the critical path endpoint is 2910 ps.
- Detailed placement ended at an HPWL of 3.211 mm.
- The worst path in the final design needs a cycle of 4311 ps, including I/O delays and setup.
- The initial standard-cell utilization of the core is 41.81%.
- The floorplan has 30 rows.
- The gate count of the mapped netlist is 312.
- After routing, the total negative slack on setup checks comes to 0 ps.
- The number of gates resized after CTS is 0.
- The first global-routing pass estimated 8.618 mm of wire.
- The script computed the net switching share of total power as 22.97%.
- The class of the worst hold path is flop to flop.
- The cell type contributing the most total cell area after synthesis is sky130_fd_sc_hd__dfxtp_1.
- The synthesized netlist contains 43 unique library cells.
- The hold violation count in the final report is 0.
- The die extent in y is 86.51 µm.
- The pin count of the biggest net entering global routing is 41.
- The antenna diode count is 0.
- 4 I/O pins were placed.
- The area growth from synthesis to layout is 12.09%.
- The via count of the first global-routing pass is 1907.
- In this run the VDD rail shows a maximum IR drop of 93.94 µV.
- The final number of max-transition violations is 0.
- The buffer cell driving the clock tree root is sky130_fd_sc_hd__clkbuf_8.
- The maximum clock frequency is 0.2320 GHz.
- The count of nets left with antenna violations once routing finished came out at 0.
- The later-pin clock latency in the skew report is 340 ps.
- The area of the core region is 6832 µm².
- By area the synthesized netlist is led by sky130_fd_sc_hd__dfxtp_1, sky130_fd_sc_hd__nor2_1, sky130_fd_sc_hd__xnor2_1.
- The total length of routed wires is 4.883 mm.
- The worst path uses 61.58% of the clock period.
- The synthesized netlist occupies a cell area of 2856 µm².
- The area enclosed by the die boundary is 7483 µm².
- Per the OpenROAD floorplan log, the width of the die is 86.51 µm.
- RePlAce ended its routability-driven mode at a weighted congestion of 0.7459.
- Per the final layout report, the fraction of cells sized above drive strength 1 comes to 13.43%.
- Final hold analysis gives a worst-case slack of 468.2 ps.
- The clock-pin slew of the registers on the worst-case setup and hold paths is 70 ps.
- The remaining max-slew budget at the tightest pin is 55.97%.
- The number of setup violations in the final report is 0.
- The total number of warnings across the stage logs is 27.
- The start-to-end type of the worst setup path is primary input to output pin.
- The number of vias per cell after detailed routing is 4.898.
- The number of max-cap violations is 0.
- The proportion of power drawn by the clock network is 45.1%.
- Listed in order, past its start point the critical path passes clkdlybuf4s50_1 -> buf_4 -> nor2b_1 -> clkdlybuf4s50_1.
- The pre-CTS setup slack is 2676 ps.
- For this sky-water flow run, the detailed-routed wirelength per cell is reported as 11.33 µm.
- Sequential cells burn 53.0% of the power.
- The internal power of the cells totals 548.2 µW.
- For the worst reg-to-reg path, the startpoint reported by OpenROAD is hold_timer[18]$_SDFFE_PP0P_.
- The number of sinks driven by the clock tree is 65.
- CTS reports a maximum clock tree buffer depth of 2.
- The sum of internal, switching and leakage power is 711.7 µW.
- The switching power summed over all nets is 163.5 µW.
- The initial antenna violation count is 0.
- Total power normalized to cell area comes to 222.3 nW/µm².
- The quantity of I/O buffers inserted on ports is 3.
- The number of hold buffers added after cts is 0.
- Looking at hold timing, the worst path starts from repeat_timer[19]$_SDFF_PN0_.
- The aggregate global routing overflow is 0.
- The aggregate global-route resource usage is 14.64%.
- The number of violations reported at the end of detailed-routing iteration 0 is 63.
- Looking at the max-slew report, the worst-margin pin has a slew of 654.4 ps.
- The cell at the slowest stage of the critical path is sky130_fd_sc_hd__clkdlybuf4s50_1.
- The chip area line in the Yosys stat output reads 2856 µm².
- By instance count, the cell type seen most on the critical path is sky130_fd_sc_hd__clkdlybuf4s50_1.
- STA classifies the critical path endpoint as an output pin.
- The top fanout value on the critical path is 40.
- The CTS H-tree depth is 3.
- The buffers inserted during post-CTS setup optimization is 0.
- The warning tally printed by Yosys for this design is 3.
- The number of clock buffers added by TritonCTS is 9.
- The synthesized design devotes to its leading area cell type 45.55% of total area.
- For reference, the critical path is launched at KEY.
- The leakage power total is 0.0009979 µW.
- The routed layout reports a DRC error count of 0.
- The post-route non-filler standard cell count is 431.
- The clock skew is 10.18 ps.
- Sequential elements use 45.55% of the synthesized area.
- Per STA, the highest per-stage delay on the worst path measures 460 ps.
- The TritonCTS clock tree is done.
## cell usage in the layout, fill, tap and decap left out, types with 2 or more instances in the layout
cell and count:
sky130_fd_sc_hd__o31ai_1 9, sky130_fd_sc_hd__nor3_1 2, sky130_fd_sc_hd__o21ai_0 5, sky130_fd_sc_hd__nand4_1 12, sky130_fd_sc_hd__o21ai_2 5, sky130_fd_sc_hd__nor3_2 3
sky130_fd_sc_hd__ha_1 4, sky130_fd_sc_hd__nand3_1 14, sky130_fd_sc_hd__mux2_4 3, sky130_fd_sc_hd__dfxtp_1 65, sky130_fd_sc_hd__or4_1 11, sky130_fd_sc_hd__nand2_1 23
sky130_fd_sc_hd__nor2_1 39, sky130_fd_sc_hd__a21oi_1 12, sky130_fd_sc_hd__nor4b_1 2, sky130_fd_sc_hd__and4_1 2, sky130_fd_sc_hd__buf_4 3, sky130_fd_sc_hd__inv_1 12
sky130_fd_sc_hd__a21oi_2 8, sky130_fd_sc_hd__nor2b_1 11, sky130_fd_sc_hd__or3_1 9, sky130_fd_sc_hd__xnor2_1 10, sky130_fd_sc_hd__inv_6 3, sky130_fd_sc_hd__and2_1 3
sky130_fd_sc_hd__and3_1 3, sky130_fd_sc_hd__xor2_1 9, sky130_fd_sc_hd__clkdlybuf4s50_1 3, sky130_fd_sc_hd__conb_1 12, sky130_fd_sc_hd__nor4_1 11, sky130_fd_sc_hd__clkbuf_8 9
## power groups by stage
stage	Sequential, µW	Combinational [µW]	Clock [µW]
after CTS	378	13.5	331
after global routing	378	15.5	350
final	378	13.1	321
## area by class of cell
class                      count  area [µm²]
sequential                    65        1301
fill                         648        3630
clock inverter                 7       77.57
clock buffer                   9       123.9
multi-input combinational    236        1481
tap                           96       120.1
timing repair buffer           6       52.55
inverter                      12       45.04
## routing by layer
| metal | global-route usage (%) | vias up | wire [µm] | part of all wire (%) |
|---|---|---|---|---|
| met2 | 22.15 | 14 | 2075 | 42 |
| met5 | 0 | - | 0 | 0 |
| met4 | 2.576 | 0 | 100 | 2.0 |
| met1 | 22.53 | 949 | 2564 | 53 |
| li1 | - | 1140 | - | - |
| met3 | 3.092 | 8 | 143 | 2.9 |
## final timing paths
path              depth (start not counted)                           to  slack [ps]
setup / recovery                          4                 key_released        2690
hold / removal                            2  repeat_timer[19]$_SDFF_PN0_         470
setup reg to reg                          5  hold_timer[16]$_SDFFE_PP0P_        4690
hold reg to reg                           2  repeat_timer[19]$_SDFF_PN0_         470
## flip-flops by register name, indices dropped and copies added, names as in the netlist
| register | count |
|---|---|
| hold_timer | 32 |
| repeat_timer | 32 |
| key_prev | 1 |
## through the flow
step                cell area (µm²)  utilization (%)
floorplan                      2898                -
global placement               3000            43.92
detailed placement             3000            43.92
CTS                            3202            46.87
global route                   3202            46.87
finish                         3202            46.87
## cells by family after synthesis
logic type               after synthesis  synth area share, %
AND-OR/OR-AND                         45                11.83
XOR/XNOR                              19                5.826
adder cells (fa/ha/maj)                4                1.752
buffers and inverters                 22                4.029
flip-flops                            65                45.55
multiplexers                           5                2.321
other                                  1               0.1313
AND/OR/NAND/NOR                      151                28.56
## cells in the mapped netlist
library cell,n
sky130_fd_sc_hd__nand3_1,14
sky130_fd_sc_hd__nor3_2,3
sky130_fd_sc_hd__o211ai_2,1
sky130_fd_sc_hd__mux2_4,3
sky130_fd_sc_hd__nand2_1,23
sky130_fd_sc_hd__dfxtp_1,65
sky130_fd_sc_hd__a21oi_2,8
sky130_fd_sc_hd__or3_1,9
sky130_fd_sc_hd__nor2_1,39
sky130_fd_sc_hd__xnor2_1,10
sky130_fd_sc_hd__or4_1,11
sky130_fd_sc_hd__nor2b_1,11
sky130_fd_sc_hd__and2_1,3
sky130_fd_sc_hd__o21ai_0,6
sky130_fd_sc_hd__ha_1,4
sky130_fd_sc_hd__nand4_1,12
sky130_fd_sc_hd__clkbuf_1,6
sky130_fd_sc_hd__or4b_1,1
sky130_fd_sc_hd__and4_1,2
sky130_fd_sc_hd__a21oi_1,12
sky130_fd_sc_hd__a31oi_1,1
sky130_fd_sc_hd__and3_1,3
sky130_fd_sc_hd__nand2b_1,1
sky130_fd_sc_hd__o31ai_1,9
sky130_fd_sc_hd__mux2_2,1
sky130_fd_sc_hd__o22ai_1,1
sky130_fd_sc_hd__and2b_1,1
sky130_fd_sc_hd__or4_4,1
sky130_fd_sc_hd__inv_1,12
sky130_fd_sc_hd__or2_2,1
sky130_fd_sc_hd__nor3_1,2
sky130_fd_sc_hd__conb_1,1
sky130_fd_sc_hd__xor2_1,9
sky130_fd_sc_hd__buf_12,1
sky130_fd_sc_hd__buf_6,2
sky130_fd_sc_hd__nor4b_1,2
sky130_fd_sc_hd__nor4_1,11
sky130_fd_sc_hd__o2111ai_2,1
sky130_fd_sc_hd__o21ai_2,5
sky130_fd_sc_hd__mux2i_1,1
sky130_fd_sc_hd__buf_2,1
sky130_fd_sc_hd__or3_2,1
sky130_fd_sc_hd__o2111ai_4,1
## worst max-delay path: cells and delay by family
kind | cells | cell delay [ps]
buffers and inverters | 3 | 1300
and+or+nand+nor | 1 | 180
Power is estimated from default activity; no workload was simulated.
